==> run.sh <==
#!/bin/bash
# OpenROAD 26Q1-2900-gdf79404cd8, Yosys 0.63+post, stock flow scripts
make -C /OpenROAD-flow-scripts/flow DESIGN_CONFIG=/design/flow/config.mk WORK_HOME=/design/flow/orfs finish
==> config.mk <==
export PLATFORM = sky130hd
export DESIGN_NAME = VendingMachine
export DESIGN_NICKNAME = VendingMachine
export VERILOG_FILES = /design/flow/design.v
export SDC_FILE = /design/flow/constraint.sdc
export NUM_CORES = 4
export LEC_CHECK = 1
export CORE_UTILIZATION = 50
==> constraint.sdc <==
current_design VendingMachine

set clk_period 2.1
set clk_io_pct 0.2

create_clock -name clk0 -period $clk_period [get_ports {buy}]
create_clock -name clk1 -period $clk_period [get_ports {clk}]

set non_clock_inputs [all_inputs -no_clocks]
set_input_delay [expr $clk_period * $clk_io_pct] -clock clk0 $non_clock_inputs
set_output_delay [expr $clk_period * $clk_io_pct] -clock clk0 [all_outputs]
==> design.v <==
`timescale 1ns / 1ps
module VendingMachine(reset, clk, SEG, AN, item1, item2, coin1, coin2, confirm_flag, buy, 
 is_sale, power_on, op_start, cancel_flag, hold_ind, drinktk_ind, charge_ind, is_sale_xdc);  
    input reset, clk;
    input item1, item2, coin1, coin2, buy;
    input is_sale, op_start, cancel_flag, confirm_flag;
    output [7:0]SEG;
    output [7:0]AN;
    output reg is_sale_xdc;
    output reg power_on, hold_ind, charge_ind;
    output drinktk_ind;
    reg [2:0] state;
    reg [4:0] chargeMoney;
    reg [2:0] cnt;
    reg cancel;
    wire ck;
    wire over;
    wire [4:0] money;
    reg hasBuy;
    wire is_charge;
    parameter off        =      0,
               start      =      1,
               toSale     =      2,
               chooseItem =      3,
               pay        =      4,
               charge     =      5;
    initial begin
        cnt = 0;
        power_on = 0;
        hold_ind = 0;
        state = 0;
        chargeMoney = 0;
        is_sale_xdc = 0;
        hasBuy = 0;
        cancel = 0;
    end
    Time timing(.state(state), .clk(clk), .hasBuy(hasBuy), .drinktk_ind(drinktk_ind), .over(over));
    Divider #(200_000) divider(.clk(clk), .ck(ck));
    Show show(.ck(ck), .item1(item1), .item2(item2), .state(state), .money(money), .chargeMoney(chargeMoney), .SEG(SEG), .AN(AN));
    Pay paymoney(.state(state), .buy(buy), .coin1(coin1), .coin2(coin2), .money(money));
    always @(posedge clk) begin
        case (state)
            off: begin  
                power_on = 0;
                hold_ind = 0;
                is_sale_xdc = 0;
                charge_ind = 0;
                 if(reset)
                     state = start;
                 else 
                     state = off;
            end
            start: begin  
                power_on = 1;
                hold_ind = 0;
                is_sale_xdc = 0;
                charge_ind = 0;
                hasBuy = 0;
                cancel = 0;
                if(is_sale)
                    state = toSale;
                else
                    state = start;
                if(!reset)
                    state = off;
            end
            toSale: begin  
                power_on = 1;
                hold_ind = 0;
                is_sale_xdc = 1;
                charge_ind = 0;
                if(op_start)  
                    state = chooseItem;
                else 
                    state = toSale;
                if(!is_sale)
                    state = start;
                if(!reset)
                    state = off;
            end
            chooseItem: begin  
                power_on = 1;
                hold_ind = 1;
                is_sale_xdc = 1;
                charge_ind = 0;
                if(confirm_flag)
                    state = pay;
                else
                    state = chooseItem;
                if(!op_start)
                    state = toSale;
                if(!reset)
                    state = off;
            end
            pay: begin
                power_on <= 1;
                hold_ind <= 1;
                is_sale_xdc <= 1;
                if(cancel_flag) begin
                    cancel <= 1;
                    if(money > 0) begin
                        state <= charge;
                        hasBuy <= 0;
                        charge_ind <= 1;
                    end
                    else if(money == 0)
                        state <= start;
                end
                else begin
                    if(item1) begin
                        if (money >= 3) begin
                            hasBuy <= 1;
                            charge_ind <= 1;
                            state <= charge;
                        end
                        else if(money < 3)
                            state <= pay;
                    end
                    else if(item2)begin
                        if(money >= 5) begin
                            hasBuy <= 1;
                            if(money > 5)
                                charge_ind <= 1;
                            else if(money == 5)
                                charge_ind <= 0;
                            state <= charge;
                        end
                        else if(money < 5)
                            state <= pay;
                    end
                end
            end
            charge: begin
                power_on = 1;
                hold_ind = 1;
                is_sale_xdc = 1;
                if(cancel) begin
                    chargeMoney = 2 * money;
                end
                else begin
                    if(item1) begin
                        chargeMoney = 2 * money - 5;
                    end
                    else if(item2)
                       chargeMoney = 2 * money - 10;              
                end
                if(over)
                    state = start;
                else
                    state = charge;
            end
        endcase
    end
endmodule
module Time(state, clk, hasBuy, drinktk_ind, over);  
    input clk, hasBuy;
    input [2:0]state;
    output reg drinktk_ind, over;
    reg [31:0]cnt;
    initial begin
        drinktk_ind <= 0;
        cnt <= 0;
        over <= 0;
    end
    always@(posedge clk) begin
        if (state == 5) begin
            if(hasBuy)
                drinktk_ind = 1;
            else
                drinktk_ind = 0;
            if(cnt == 300_000_000) begin  
                cnt = 0;
                over = 1;
            end
            else begin
                cnt = cnt + 1;
                over = 0;
            end     
        end
        else begin
            drinktk_ind <= 0; 
            over <= 0;
        end
    end 
endmodule
module Divider(clk, ck);  
   input clk;
   output reg ck;
   reg [31:0]cnt;
   parameter dely1s = 200_000;
   initial begin
       cnt <= 0;
   end
   always @(posedge clk)
       begin
           cnt = cnt + 1;
           if(cnt == dely1s)
           begin
               ck = ~ck;
               cnt = 0;
           end
       end  
endmodule
module Pay(state, buy, coin1, coin2, money);
    input buy, coin1, coin2;
    input [2:0] state;
    output reg [4:0]money;
    initial begin
        money = 0;
    end
    always @(posedge buy) begin
        if (state == 4) begin
            if(coin1)
                money = money + 1;
            else if(coin2)
                money = money + 10;
        end
        else begin
            money = 0;
        end
    end
endmodule
module Show(ck, item1, item2, state, money, chargeMoney, SEG, AN);
    input ck;
    input item1, item2;
    input [2:0]state;
    input [4:0]money;
    input [4:0]chargeMoney;
    output reg [7:0]SEG;
    output reg [7:0]AN;
    reg [2:0]cnt;
    initial begin
        cnt = 0;
    end
    parameter  off        =      0,
               start      =      1,
               toSale     =      2,
               chooseItem =      3,
               pay        =      4,
               charge     =      5;
        always@(posedge ck) begin
        case(state)
            off: begin
                case(cnt)
                    0: begin
                        cnt <= 1;
                        SEG[7:0] <= 8'b11000000;
                        AN[7:0] <= 8'b11111011;
                    end
                    1: begin
                        cnt <= 2;
                        SEG[7:0] <= 8'b10001110;
                        AN[7:0] <= 8'b11111101; 
                    end
                    2: begin
                        cnt <= 0;
                        SEG[7:0] <= 8'b10001110;
                        AN[7:0] <= 8'b11111110;
                    end
                    default: cnt = 0;
                endcase
            end
            start: begin
                case (cnt)
                    0:begin
                        cnt <= 1;
                        SEG[7:0]<=8'b11000000;  
                        AN[7:0]<=8'b11111110;
                    end
                    1:begin
                        cnt <= 2;
                        SEG[7:0] <= 8'b11000111;  
                        AN[7:0] <= 8'b11111101;
                    end                
                    2:begin
                        cnt <= 3;
                        SEG[7:0] <= 8'b11000111;  
                        AN[7:0] <= 8'b11111011;
                    end
                    3:begin 
                        cnt <= 4;
                        SEG[7:0] <= 8'b10000110;  
                        AN[7:0] <= 8'b11110111;
                    end
                    4:begin
                        cnt <= 0;
                        SEG[7:0] <= 8'b10001001;  
                        AN[7:0] <= 8'b11101111;
                    end
                    default: cnt = 0;
                endcase
            end
            toSale: begin
                case (cnt)
                    0:begin
                        cnt <= 1;
                        SEG[7:0]<=8'b11000000;  
                        AN[7:0]<=8'b11111110;
                    end
                    1:begin
                        cnt <= 2;
                        SEG[7:0] <= 8'b11000111;  
                        AN[7:0] <= 8'b11111101;
                    end                
                    2:begin
                        cnt <= 3;
                        SEG[7:0] <= 8'b11000111;  
                        AN[7:0] <= 8'b11111011;
                    end
                    3:begin 
                        cnt <= 4;
                        SEG[7:0] <= 8'b10000110;  
                        AN[7:0] <= 8'b11110111;
                    end
                    4:begin
                        cnt <= 0;
                        SEG[7:0] <= 8'b10001001;  
                        AN[7:0] <= 8'b11101111;
                    end
                    default: cnt = 0;
                endcase
            end
            chooseItem: begin
                if(item1) begin
                    case(cnt)
                        0:begin
                            cnt <= 1;
                            SEG[7:0] <=  8'b10010010;  
                            AN[7:0] <= 8'b11111110;
                        end
                        1:begin
                            cnt <= 0;
                            SEG[7:0] <= 8'b00100100;  
                            AN[7:0] <= 9'b11111101;
                        end
                        default: cnt = 0;
                    endcase
                end
                else if(item2) begin
                    SEG[7:0] <=  8'b10010010;  
                    AN[7:0] <= 8'b11111110;
                end
                else begin
                     case(cnt)
                        0:begin
                            cnt <= 1;
                            SEG[7:0] <= 8'b10010010;  
                            AN[7:0] <= 8'b11111110; 
                        end
                        1:begin
                            cnt <= 2;
                            SEG[7:0] <= 8'b00100100;  
                            AN[7:0] <= 8'b11110111;
                        end
                        2:begin
                            cnt <= 0;
                            SEG[7:0] <= 8'b10010010;  
                            AN[7:0] <= 8'b11111011;
                        end
                        default: cnt = 0;
                    endcase
                 end 
            end
            pay: begin
                if(item1)begin
                    case (money)
                         0: begin
                                case(cnt)
                                    0: begin
                                        cnt <= 1;
                                        SEG[7:0] <= 8'b11000000;
                                        AN[7:0] <= 8'b11111110;                                    
                                    end
                                    1: begin
                                        cnt <= 2;
                                        SEG[7:0] <=  8'b10010010;  
                                        AN[7:0] <= 8'b11101111; 
                                    end
                                    2: begin
                                        cnt <= 0;
                                        SEG[7:0] <= 8'b00100100;  
                                        AN[7:0] <= 9'b11011111;
                                    end
                                    default: cnt <= 0;
                                endcase
                        end
                        1: begin
                            case(cnt)
                                0: begin
                                    cnt <= 1;
                                    SEG[7:0] <= 8'b11111001;
                                    AN[7:0] <= 8'b11111110;                                    
                                end
                                1: begin
                                    cnt <= 2;
                                    SEG[7:0] <=  8'b10010010;  
                                    AN[7:0] <= 8'b11101111; 
                                end
                                2: begin
                                    cnt <= 0;
                                    SEG[7:0] <= 8'b00100100;  
                                    AN[7:0] <= 9'b11011111;
                                end
                                default: cnt <= 0;
                            endcase
                        end
                        2: begin
                            case(cnt)
                                0: begin
                                    cnt <= 1;
                                    SEG[7:0] <= 8'b10100100;
                                    AN[7:0] <= 8'b11111110;                                    
                                end
                                1: begin
                                    cnt <= 2;
                                    SEG[7:0] <=  8'b10010010;  
                                    AN[7:0] <= 8'b11101111; 
                                end
                                2: begin
                                    cnt <= 0;
                                    SEG[7:0] <= 8'b00100100;  
                                    AN[7:0] <= 9'b11011111;
                                end
                                default: cnt <= 0;
                            endcase
                        end
                        3: begin
                            case(cnt)
                                0: begin
                                    cnt <= 1;
                                    SEG[7:0] <= 8'b10110000;
                                    AN[7:0] <= 8'b11111110;                                    
                                end
                                1: begin
                                    cnt <= 2;
                                    SEG[7:0] <=  8'b10010010;  
                                    AN[7:0] <= 8'b11101111; 
                                end
                                2: begin
                                    cnt <= 0;
                                    SEG[7:0] <= 8'b00100100;  
                                    AN[7:0] <= 9'b11011111;
                                end
                                default: cnt <= 0;
                            endcase
                        end
                        4: begin
                            case(cnt)
                                0: begin
                                    cnt <= 1;
                                    SEG[7:0] <= 8'b10011001;
                                    AN[7:0] <= 8'b11111110;                                    
                                end
                                1: begin
                                    cnt <= 2;
                                    SEG[7:0] <=  8'b10010010;  
                                    AN[7:0] <= 8'b11101111; 
                                end
                                2: begin
                                    cnt <= 0;
                                    SEG[7:0] <= 8'b00100100;  
                                    AN[7:0] <= 9'b11011111;
                                end
                                default: cnt <= 0;
                            endcase
                        end
                        5: begin
                            case(cnt)
                                0: begin
                                    cnt <= 1;
                                    SEG[7:0] <= 8'b10010010;
                                    AN[7:0] <= 8'b11111110;                                    
                                end
                                1: begin
                                    cnt <= 2;
                                    SEG[7:0] <=  8'b10010010;  
                                    AN[7:0] <= 8'b11101111; 
                                end
                                2: begin
                                    cnt <= 0;
                                    SEG[7:0] <= 8'b00100100;  
                                    AN[7:0] <= 9'b11011111;
                                end
                                default: cnt <= 0;
                            endcase
                        end
                        10: begin
                             case(cnt)
                                 0: begin
                                     cnt <= 1;
                                     SEG[7:0] = 8'b11000000;
                                     AN[7:0] = 8'b11111110;
                                 end
                                 1: begin
                                     cnt <= 2;
                                     SEG[7:0] = 8'b11111001;
                                     AN[7:0] = 8'b11111101;
                                 end
                                2: begin
                                    cnt <= 3;
                                    SEG[7:0] <=  8'b10010010;  
                                    AN[7:0] <= 8'b11101111; 
                                end
                                3: begin
                                    cnt <= 0;
                                    SEG[7:0] <= 8'b00100100;  
                                    AN[7:0] <= 9'b11011111;
                                end
                                default: cnt = 0;
                             endcase
                         end
                         default: cnt = 0;
                    endcase
                end
                else if(item2) begin
                    case (money)
                        0: begin
                            case(cnt)
                                0: begin
                                    cnt <= 1;
                                    SEG[7:0] <= 8'b11000000;
                                    AN[7:0] <= 8'b11111110;       
                                end
                                1: begin
                                    cnt <= 0;
                                    SEG[7:0] <= 8'b10010010;
                                    AN[7:0] <= 8'b11101111;
                                end
                                default: cnt <= 0;
                            endcase
                        end
                        1: begin
                            case(cnt)
                                0: begin
                                    cnt <= 1;
                                    SEG[7:0] <= 8'b11111001;
                                    AN[7:0] <= 8'b11111110;       
                                end
                                1: begin
                                    cnt <= 0;
                                    SEG[7:0] <= 8'b10010010;
                                    AN[7:0] <= 8'b11101111;
                                end
                                default: cnt <= 0;
                            endcase
                        end
                        2: begin
                            case(cnt)
                                0: begin
                                    cnt <= 1;
                                    SEG[7:0] <= 8'b10100100;
                                    AN[7:0] <= 8'b11111110;       
                                end
                                1: begin
                                    cnt <= 0;
                                    SEG[7:0] <= 8'b10010010;
                                    AN[7:0] <= 8'b11101111;
                                end
                                default: cnt <= 0;
                            endcase
                        end
                        3: begin
                            case(cnt)
                                0: begin
                                    cnt <= 1;
                                    SEG[7:0] <= 8'b10110000;
                                    AN[7:0] <= 8'b11111110;       
                                end
                                1: begin
                                    cnt <= 0;
                                    SEG[7:0] <= 8'b10010010;
                                    AN[7:0] <= 8'b11101111;
                                end
                                default: cnt <= 0;
                            endcase
                        end
                        4: begin
                            case(cnt)
                                0: begin
                                    cnt <= 1;
                                    SEG[7:0] <= 8'b10011001;
                                    AN[7:0] <= 8'b11111110;       
                                end
                                1: begin
                                    cnt <= 0;
                                    SEG[7:0] <= 8'b10010010;
                                    AN[7:0] <= 8'b11101111;
                                end
                                default: cnt <= 0;
                            endcase
                        end
                        5: begin
                            case(cnt)
                                0: begin
                                    cnt <= 1;
                                    SEG[7:0] <= 8'b10010010;
                                    AN[7:0] <= 8'b11111110;       
                                end
                                1: begin
                                    cnt <= 0;
                                    SEG[7:0] <= 8'b10010010;
                                    AN[7:0] <= 8'b11101111;
                                end
                                default: cnt <= 0;
                            endcase
                        end
                        10: begin
                             case(cnt)
                                 0: begin
                                    cnt <= 1;
                                    SEG[7:0] = 8'b11000000;
                                    AN[7:0] = 8'b11111110;
                                 end
                                 1: begin
                                    cnt <= 2;
                                    SEG[7:0] = 8'b11111001;
                                    AN[7:0] = 8'b11111101;
                                 end
                                 2: begin
                                    cnt <= 0;
                                    SEG[7:0] = 8'b10010010;
                                    AN[7:0] = 8'b11101111; 
                                 end
                                 default: cnt = 0;
                             endcase
                        end
                        default: cnt = 0;
                    endcase    
                end
            end
            charge: begin
                 case(chargeMoney)
                     0: begin  
                         SEG[7:0] <= 8'b11000000;
                         AN[7:0] <= 8'b01111111;    
                     end
                     1: begin  
                         case(cnt)
                             0:begin
                                 cnt <= 1;
                                 SEG[7:0] <=  8'b10010010;  
                                 AN[7:0] <= 8'b10111111;
                             end
                             1:begin
                                 cnt <= 0;
                                 SEG[7:0] <= 8'b01000000;  
                                 AN[7:0] <= 9'b01111111;
                             end
                             default: cnt = 0;
                         endcase
                     end
                     2: begin  
                         SEG[7:0] <= 8'b11111001;
                         AN[7:0] <= 8'b01111111;
                     end
                     4: begin  
                         SEG[7:0] <= 8'b10100100;                  
                         AN[7:0] <= 8'b01111111;
                     end
                     6: begin  
                         SEG[7:0] <= 8'b10110000;
                         AN[7:0] <= 8'b01111111;
                     end
                     8: begin  
                         SEG[7:0] <= 8'b10011001;
                         AN[7:0] <= 8'b01111111;
                     end
                     10: begin  
                         SEG[7:0] <= 8'b10010010;
                         AN[7:0] <= 8'b01111111;
                     end
                     12: begin  
                         SEG[7:0] = 8'b10000010;
                         AN[7:0] = 8'b01111111;
                     end
                     14: begin  
                         SEG[7:0] = 8'b11111000;
                         AN[7:0] = 8'b01111111;
                     end
                     15: begin  
                         case(cnt)
                             0:begin
                                 cnt <= 1;
                                 SEG[7:0] <=  8'b10010010;  
                                 AN[7:0] <= 8'b10111111;
                             end
                             1:begin
                                 cnt <= 0;
                                 SEG[7:0] <= 8'b01111000;  
                                 AN[7:0] <= 9'b01111111;
                             end
                             default: cnt = 0;
                         endcase
                     end
                     16: begin  
                         SEG[7:0] = 8'b10000000;
                         AN[7:0] = 8'b01111111;
                     end
                     17: begin  
                         case(cnt)
                             0:begin
                                 cnt = 1;
                                 SEG[7:0] =  8'b10010010;  
                                 AN[7:0] = 8'b10111111;
                             end
                             1:begin
                                 cnt = 0;
                                 SEG[7:0] = 8'b00000000;  
                                 AN[7:0] = 9'b01111111;
                             end
                             default: cnt = 0;
                         endcase
                     end
                     18: begin  
                         SEG[7:0] = 8'b10010000;
                         AN[7:0] = 8'b01111111;
                     end
                     19: begin  
                         case(cnt)
                             0:begin
                                 cnt = 1;
                                 SEG[7:0] =  8'b10010010;  
                                 AN[7:0] = 8'b10111111;
                             end
                             1:begin
                                 cnt = 0;
                                 SEG[7:0] = 8'b00010000;  
                                 AN[7:0] = 9'b01111111;
                             end
                             default: cnt = 0;
                         endcase
                     end
                     default: cnt = 0;
                 endcase
            end
        endcase
    end
endmodule
==> Slide: Implementation Results <==
Implementation Results

STA
  – Hold Slack: around 0.50 ns
  – Worst slew pin tran: between 0.8 and 0.9 ns
  – Final hold violation count: 0
  – Register pins left without a clock: 19
  – Rel. slew slack: 0.410
  – Setup WS post-layout: -0.491 ns
  – Clock skew: ~0.0076 ns
  – Endpoints left unconstrained: 54
  – RSZ-0062 raised after global routing: true
  – Final setup fails: 9
  – Fin Setup TNS: -4.34 ns
  – Fin. max-slew vios: 0

Pwr
  – Net Switching: 1.49 mW
  – Int Pwr: 3.75 mW
  – Sw frac: 0.284
  – Leakage: 3.14 nW
  – Comb power frac: 0.216
  – Clock power share: 0.380
  – Seq pwr share: 0.404
  – Power Density: around 630 nW/µm²
  – Peak VDD IR: 0.615 mV

Place
  – Dpl cell area: between 7000 and 8000 µm²
  – Cells after DPL: around 1000
  – I/O Buffers: 30
  – Placement Setup Slack: -0.547 ns
  – Dpl hpwl: approximately 12 mm
  – Global placement routability congestion: a little under 1

Routing
  – Vias per cell: 5.63
  – Routed WL: approximately 16 mm
  – DR pass1 iterations: 5
  – Diode count: 0
  – Vias: ~5800
  – DRC viols: 0
  – Final ANT Viol Nets: 0
  – Per-cell routed wire length: 15.5 µm
  – DRT iter0 DRCs: 315

Outcome
  – Violated checks: negative setup slack
  – Run status: complete, but fails checks

Synthesis
  – Top cell type by total area after synthesis: edfxtp_1
  – Top cells by area: edfxtp_1 31%, dfxtp_1 12%, nor2_1 5.4%, xnor2_1 5.4%, xor2_1 4.6%
  – Post-synthesis cell count: ~700
  – Syn_area_per_cell: between 8 and 9 µm²
  – Ys cells: between 700 and 800
  – Synthesized registers: 105
  – Area reported by Yosys stat: approximately 6300 µm²
  – Post-synth ARST share: 0
  – Top FF cell, synth: edfxtp_1
  – Dominant cell area share: 0.313
  – Cell Type Count: between 60 and 70
  – EDFF count, synth: roughly 66
  – Post-synth seq share: 0.437
  – Most frequent cell after synthesis: nor2_1
  – Top cells by count: 91 x nor2_1, 76 x nand2_1, 66 x edfxtp_1
  – Area of the mapped netlist: 6320 µm²
  – Synthesis Warnings: 5

GRT
  – GRT Overall Usage: 0.261
  – Initial antenna violation count: 0
  – Vias in the first global route: about 5300
  – First-pass GRT wire length: 25.8 mm
  – Total congestion overflow: 0
  – Largest net degree at the start of global routing: 38

Setup path
  – CP startpoint: divider.cnt[0]
  – Critical Path Sink Type: register
  – Worst Setup Path Type: register to register
  – CP Launch Type: register
  – R2R Path Start: divider.cnt[0]
  – Worst Path Max Fanout: 6
  – WP data required: 2.33 ns
  – Critical Path AT: 2.82 ns

Floorplan
  – Core Footprint: approximately 12000 µm²
  – Die width: 114 µm
  – FP Util: 0.520
  – Io pins: 32
  – Chip area: 13100 µm²
  – Die height: approximately 110 µm
  – Site Rows: around 40

Flow run
  – Max-cap violations: 0
  – Tool Warnings: 38

Clock tree
  – Reg clk slew, reported paths: roughly 0.060 ns
  – CTS tree: done

Finish
  – Share of cells above drive strength 1: 0.215
  – Non-Filler Instances: 1023
  – Area Growth Syn to Fin: 30.5%
  – Post-route cell area: between 8000 and 9000 µm²

Min path
  – Hold WC Path Type: register to register
  – Min-delay src: divider.cnt[30]
==> worst max-delay path: stages (launching register included) <==
cell and delay, ns:
dfxtp_4 0.37, ha_4 0.15, nand3_4 0.06, or3_4 0.33, o21a_1 0.18, or4_1 0.51
or4_4 0.44, nor4_4 0.22, buf_6 0.18, nor2_1 0.05
==> logic make-up (layout without fill, tap and decap cells) <==
logic type      after synthesis  in the layout  synth area share
simple gates                329            329             0.259
flops                       105            105             0.437
mux                           4              4           0.00673
xor+xnor                     72             72            0.0997
compound gates              136            136             0.140
buf+inv                      54            196            0.0321
fa+ha+maj                    13             13            0.0253
==> stage by stage <==
stage	total power [mW]	utilization
finish	5.23	0.678
global route	5.47	0.678
CTS	5.24	0.661
detailed placement	3.23	0.627
global placement	3.21	0.627
floorplan	2.80	-
==> worst paths after layout <==
kind / end / cells past startpoint / slack, ns
worst max-delay path: divider.cnt[8] / 9 / -0.49
worst max register to register: divider.cnt[8] / 9 / -0.49
min in group clk0: paymoney.money[4] / 2 / 0.63
worst min register to register: divider.cnt[30] / 1 / 0.50
max in group clk0: paymoney.money[4] / 6 / 0.44
worst min-delay path: divider.cnt[30] / 1 / 0.50
==> layout make-up <==
class                   count  area [µm²]
inverters                  23        88.8
fillers                   926        3910
multi-input cells         554        3530
well taps                 168         210
repair buffers            153        1250
clock inverters             7        93.8
clock buffers              13         304
flip-flops and latches    105        2770
==> registers in the layout, indices dropped and copies added (netlist names), 3 cells and up <==
name            flops
chargeMoney         5
state               3
show.SEG            8
paymoney.money      5
timing.cnt         32
show.cnt            3
show.AN             8
divider.cnt        32
==> metal layers <==
layer  vias up  wire length, µm  track usage
li1       2865                -            -
met1      2693             7760        0.440
met2       191             6720        0.365
met3        10             1240       0.0707
met4         0              110       0.0225
met5         -                0            0
==> timing repair <==
action / CTS / global route
endpoints found under the setup margin: 12 / 19
pin swaps: 4 / 21
hold buffers: 0 / 0
resized: 2 / 35
setup buffers: 1 / 9
endpoints found under the hold margin: 0 / 0
==> power by group through the flow <==
stage / logic, mW / registers (mW) / clock network, mW
CTS: 1.09 / 2.11 / 2.03
global route: 1.24 / 2.13 / 2.10
finish: 1.13 / 2.12 / 1.99
==> layout by cell type, fill, tap and decap left out, drive strengths merged, types with 4 or more instances in the layout <==
cell / n
a211oi: 5
a21boi: 4
a21oi: 23
a22oi: 5
a31oi: 16
and2: 5
and3: 10
buf: 123
clkbuf: 13
clkdlybuf4s50: 30
dfxtp: 39
edfxtp: 66
ha: 12
inv: 24
nand2: 76
nand2b: 11
nand3: 34
nand4: 20
nor2: 91
nor2b: 13
nor3: 28
nor3b: 4
nor4: 12
nor4b: 4
o21a: 4
o21ai: 36
o22ai: 6
or2: 4
or3: 4
or4: 5
xnor2: 39
xor2: 33
Power figures rest on the tool's default switching activity, not on a simulated workload.
